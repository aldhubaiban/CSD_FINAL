==> design/flow/run.sh <==
#!/bin/bash
# OpenROAD 26Q1-2900-gdf79404cd8, Yosys 0.63+post, stock flow scripts
make -C /OpenROAD-flow-scripts/flow DESIGN_CONFIG=/design/flow/config.mk WORK_HOME=/design/flow/orfs finish
==> design/flow/config.mk <==
export PLATFORM = sky130hd
export DESIGN_NAME = audio_effects
export DESIGN_NICKNAME = audio_effects
export VERILOG_FILES = /design/flow/design.v
export SDC_FILE = /design/flow/constraint.sdc
export NUM_CORES = 4
export LEC_CHECK = 1
export CORE_UTILIZATION = 30
==> design/flow/constraint.sdc <==
current_design audio_effects

set clk_period 4.0
set clk_io_pct 0.2

create_clock -name clk0 -period $clk_period [get_ports {clk}]

set non_clock_inputs [all_inputs -no_clocks]
set_input_delay [expr $clk_period * $clk_io_pct] -clock clk0 $non_clock_inputs
set_output_delay [expr $clk_period * $clk_io_pct] -clock clk0 [all_outputs]
==> design/flow/design.v <==
module audio_effects (
    input  clk,
    input  sample_end,
    input  sample_req,
    output [15:0] audio_output,
    input  [15:0] audio_input,
    input  [3:0]  control
);
reg [15:0] romdata [0:99];
reg [6:0]  index = 7'd0;
reg [15:0] last_sample;
reg [15:0] dat;
assign audio_output = dat;
parameter SINE     = 0;
parameter FEEDBACK = 1;
initial begin
    romdata[0] = 16'h0000;
    romdata[1] = 16'h0805;
    romdata[2] = 16'h1002;
    romdata[3] = 16'h17ee;
    romdata[4] = 16'h1fc3;
    romdata[5] = 16'h2777;
    romdata[6] = 16'h2f04;
    romdata[7] = 16'h3662;
    romdata[8] = 16'h3d89;
    romdata[9] = 16'h4472;
    romdata[10] = 16'h4b16;
    romdata[11] = 16'h516f;
    romdata[12] = 16'h5776;
    romdata[13] = 16'h5d25;
    romdata[14] = 16'h6276;
    romdata[15] = 16'h6764;
    romdata[16] = 16'h6bea;
    romdata[17] = 16'h7004;
    romdata[18] = 16'h73ad;
    romdata[19] = 16'h76e1;
    romdata[20] = 16'h799e;
    romdata[21] = 16'h7be1;
    romdata[22] = 16'h7da7;
    romdata[23] = 16'h7eef;
    romdata[24] = 16'h7fb7;
    romdata[25] = 16'h7fff;
    romdata[26] = 16'h7fc6;
    romdata[27] = 16'h7f0c;
    romdata[28] = 16'h7dd3;
    romdata[29] = 16'h7c1b;
    romdata[30] = 16'h79e6;
    romdata[31] = 16'h7737;
    romdata[32] = 16'h7410;
    romdata[33] = 16'h7074;
    romdata[34] = 16'h6c67;
    romdata[35] = 16'h67ed;
    romdata[36] = 16'h630a;
    romdata[37] = 16'h5dc4;
    romdata[38] = 16'h5820;
    romdata[39] = 16'h5222;
    romdata[40] = 16'h4bd3;
    romdata[41] = 16'h4537;
    romdata[42] = 16'h3e55;
    romdata[43] = 16'h3735;
    romdata[44] = 16'h2fdd;
    romdata[45] = 16'h2855;
    romdata[46] = 16'h20a5;
    romdata[47] = 16'h18d3;
    romdata[48] = 16'h10e9;
    romdata[49] = 16'h08ee;
    romdata[50] = 16'h00e9;
    romdata[51] = 16'hf8e4;
    romdata[52] = 16'hf0e6;
    romdata[53] = 16'he8f7;
    romdata[54] = 16'he120;
    romdata[55] = 16'hd967;
    romdata[56] = 16'hd1d5;
    romdata[57] = 16'hca72;
    romdata[58] = 16'hc344;
    romdata[59] = 16'hbc54;
    romdata[60] = 16'hb5a7;
    romdata[61] = 16'haf46;
    romdata[62] = 16'ha935;
    romdata[63] = 16'ha37c;
    romdata[64] = 16'h9e20;
    romdata[65] = 16'h9926;
    romdata[66] = 16'h9494;
    romdata[67] = 16'h906e;
    romdata[68] = 16'h8cb8;
    romdata[69] = 16'h8976;
    romdata[70] = 16'h86ab;
    romdata[71] = 16'h845a;
    romdata[72] = 16'h8286;
    romdata[73] = 16'h8130;
    romdata[74] = 16'h8059;
    romdata[75] = 16'h8003;
    romdata[76] = 16'h802d;
    romdata[77] = 16'h80d8;
    romdata[78] = 16'h8203;
    romdata[79] = 16'h83ad;
    romdata[80] = 16'h85d3;
    romdata[81] = 16'h8875;
    romdata[82] = 16'h8b8f;
    romdata[83] = 16'h8f1d;
    romdata[84] = 16'h931e;
    romdata[85] = 16'h978c;
    romdata[86] = 16'h9c63;
    romdata[87] = 16'ha19e;
    romdata[88] = 16'ha738;
    romdata[89] = 16'had2b;
    romdata[90] = 16'hb372;
    romdata[91] = 16'hba05;
    romdata[92] = 16'hc0df;
    romdata[93] = 16'hc7f9;
    romdata[94] = 16'hcf4b;
    romdata[95] = 16'hd6ce;
    romdata[96] = 16'hde7a;
    romdata[97] = 16'he648;
    romdata[98] = 16'hee30;
    romdata[99] = 16'hf629;
end
always @(posedge clk) begin
    if (sample_end) begin
        last_sample <= audio_input;
    end
    if (sample_req) begin
        if (control[FEEDBACK])
            dat <= last_sample;
        else if (control[SINE]) begin
            dat <= romdata[index];
            if (index == 7'd99)
                index <= 7'd00;
            else
                index <= index + 1'b1;
        end else
            dat <= 16'd0;
    end
end
endmodule
==> qor.txt <==
Status: finished clean
Warnings from Yosys: 1
R2r worst-path depth: 9
CP Capture Type: flip-flop
Pwr per Cell Area: 242 nW/µm²
Pre-antenna DRT Iters: 5
Post-Layout Inst Area: 4580 µm²
CTS Buffer Depth: 2
RePlAce Congestion: 0.988
Post-synth ARST share: 0%
Core area: 12700 µm²
Most frequent cells in the layout: nand2_1, edfxtp_1, a21oi_1
Chip Area, Yosys: 3930 µm²
Number of I/O port buffers: 36
TNS Setup: 0 ns
Vias/cell: 6.08
Int Power: 0.810 mW
Part of the cycle the worst path needs: 80.5%
Worst setup SP type: flip-flop
OpenROAD warning count: 43
Seq cells post-synth: 39
Syn Inst Count: 470
Worst Tran Pin Value: 0.879 ns
Antenna viol nets, final: 0
R2r setup slk: 0.78 ns
Critical Path Max Stage Delay: 0.73 ns
Total gr overflow: 0
Initial DRC Count: 523
First-pass GRT wire length: 23800 µm
Peak VDD IR: 131 µV
Number of fill cells: 1316
MI comb area: 2470 µm²
Antenna diodes: 0
H-tree Lvls: 2
Final setup vio count: 0
Hold-critical path depth: 2
Top cell area share: 29.8%
Placed Instance Area: 4440 µm²
WP data required: 4.13 ns
Crit Reg-Reg Endpoint: dat[14]$_DFFE_PP_
Hold wc startpoint: last_sample[7]$_DFFE_PP_
Sequential share of power: 44.7%
WL per Instance: 23.9 µm
Ys cells: 470
NetSw: 0.298 mW
Worst hold path class: flip-flop to flip-flop
Post-CTS resize count: 0
Total GRT Usage: 24.9%
Unrepaired setup endpoints after global routing: false
Maximum number of pins on one net before global-route repair: 52
Fin crit period: 3.22 ns
Total wire length: 15800 µm
Critical path peak fanout: 14
Layout cells sized above 1: 9.39%
MaxCap Viol Count: 0
Crit-path slowest cell: ha_1
Syn avg cell area: 8.36 µm²
Clk pwr share: 35.0%
Combinational power share: 20.3%
Grt peak-use layer: met1
Sequential share of the synthesized area: 29.8%
Seq. cell area: 1170 µm²
Clock sinks: 39
Root buffer selected by CTS: clkbuf_16
Cell chain of the critical path: buf_4 -> ha_1 -> inv_1 -> ha_1 -> nand2b_1 -> a21oi_1 -> o21ai_0 -> o311ai_0 -> o21ai_0
Sw Ratio: 26.9%
GR Util met2: 34.6%
CP arrival: 3.35 ns
P_leak: 1.61 nW
Number of max-slew violations in the final report: 0
Ys flop type: edfxtp_1
Setup Skew: 0.00611 ns
CTS buffer count: 5
DR vias: 4027
Worst rel slew slack: 41.4%
Hold buffers post-CTS: 0
Top cells by area: edfxtp_1, ha_1, a21oi_1, o21ai_0, nand2_1
Worst-Skew Late Latency: 0.29 ns
Init Core Util: 31.0%
Highest-count logic cell in the final layout: nand2_1
Grt met1 use: 37.3%
Reg-to-reg startpoint: index[0]$_SDFFCE_PN0P_
Synth unique cells: 69
# DRC: 0
Maximum clock rate: 311 MHz
Vias in the first global route: 3717
Critical path class: flip-flop to flip-flop
Area leader, netlist: edfxtp_1
Die W: 116 µm
Die Height: 116 µm
GR Util met3: 6.40%
Worst hold slack: 0.534 ns
Antenna violations before repair: 0
Site Rows: 41
CTS clock-pin slew for the worst setup and hold paths: 0.06 ns
Setup Buffers After CTS: 0
Mapped Area: 3930 µm²
Hold endpoint: dat[7]$_DFFE_PP_
Boundary pin count: 39
Pwr Total: 1.11 mW
Chip area: 13600 µm²
Post-synth EDFFs: 39
Area grow syn2layout: 16.6%
TritonCTS clock tree: built
DP HPWL: 11300 µm
Final Hold Viols: 0
[per-stage QoR]
step	worst slack, ns	util [%]	instances
floorplan	1.45	-	470
global placement	0.931	35.0	654
detailed placement	0.970	35.0	654
CTS	0.917	36.2	662
global route	0.660	36.2	662
finish	0.782	36.2	662
[kinds of logic after synthesis]
family	after synthesis	share of synthesized area, %
compound gates	175	31.4
xor+xnor	4	1.08
flops	39	29.8
simple gates	165	21.4
mux	9	2.68
buf+inv	58	7.29
fa+ha+maj	20	6.37
[cell type report]
type | instances | share of cell area, %
timing repair buffer | 58 | 11.7
inverter | 12 | 0.983
clock buffer | 6 | 2.81
sequential | 39 | 25.6
multi-input combinational | 373 | 53.9
clock inverter | 2 | 0.273
tap | 172 | 4.70
[routing by layer]
metal / wire length (µm) / part of all wire [%]
met1: 6940 / 44
met2: 6680 / 42
met3: 1520 / 9.6
met4: 703 / 4.4
met5: 0 / 0
[worst max-delay path by stage]
stage | startpoint | end | cells past startpoint
6_report | index[0]$_SDFFCE_PN0P_ | dat[14]$_DFFE_PP_ | 9
5_1_grt | index[0]$_SDFFCE_PN0P_ | dat[14]$_DFFE_PP_ | 9
4_1_cts | index[0]$_SDFFCE_PN0P_ | dat[14]$_DFFE_PP_ | 9
[registers in the layout, indices dropped and copies added (netlist names)]
register	cells
dat	16
last_sample	16
index	7
[cells in the mapped netlist (3+ instances only)]
cell type / number
buf_4: 6
inv_1: 9
and2_1: 6
or2_2: 9
nand2b_1: 18
nor3_1: 8
a21oi_1: 37
nand2_1: 41
nor4_1: 3
a211oi_1: 20
nand3_1: 11
o21ai_0: 31
o311ai_0: 4
a311oi_1: 8
o31ai_1: 3
o211ai_1: 6
a21o_1: 3
nor2b_1: 20
a32o_1: 5
clkbuf_1: 13
o221ai_1: 4
a211o_1: 5
and3_1: 4
buf_2: 25
clkinv_1: 3
ha_1: 20
edfxtp_1: 39
mux2i_1: 6
o311ai_1: 3
a31oi_1: 13
o22ai_1: 3
nor2_1: 31
[critical path: cells and delay by family (launching register included)]
family | cells | cell delay [ns]
fa+ha+maj | 2 | 1.10
flops | 1 | 0.61
buf+inv | 2 | 0.60
compound gates | 4 | 0.57
simple gates | 1 | 0.17
[power groups by stage]
| stage | registers, mW | logic, mW | clock network [mW] |
|---|---|---|---|
| 4_1_cts | 0.496 | 0.220 | 0.399 |
| 6_report | 0.496 | 0.225 | 0.388 |
| 5_1_grt | 0.498 | 0.242 | 0.413 |
Power and IR drop assume default switching activity.
